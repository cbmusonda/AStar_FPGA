==> ./design.v <==
`timescale 1ns / 1ps
module astar_top #(
    parameter GRID_SIZE = 16,
    parameter COORD_BITS = 4,
    parameter MAX_NODES = 256,
    parameter MAX_CYCLES = 100000
)(
    input wire clk,
    input wire rst,
    input wire start,
    input wire [COORD_BITS-1:0] start_x,
    input wire [COORD_BITS-1:0] start_y,
    input wire [COORD_BITS-1:0] goal_x,
    input wire [COORD_BITS-1:0] goal_y,
    input wire [GRID_SIZE*GRID_SIZE-1:0] obstacle_map,
    output reg done,
    output reg path_found,
    output reg [7:0] path_length,
    output reg [31:0] cycles_taken,
    output reg [GRID_SIZE*GRID_SIZE-1:0] path_map,
    output reg timeout_error,
    output reg [15:0] nodes_expanded,   
    output reg [15:0] path_cost         
);
    localparam IDLE = 4'd0;
    localparam INIT = 4'd1;
    localparam INIT_LOOP = 4'd2;
    localparam FIND_MIN = 4'd3;
    localparam FIND_MIN_LOOP = 4'd4;
    localparam EXPAND = 4'd5;
    localparam CHECK_NEIGHBOR = 4'd6;
    localparam UPDATE_NEIGHBOR = 4'd7;
    localparam RECONSTRUCT = 4'd8;
    localparam DONE_STATE = 4'd10;
    reg [3:0] state;
    reg [31:0] cycle_counter;
    reg [8:0] loop_counter;
    reg [7:0] g_score [0:MAX_NODES-1];
    reg [7:0] f_score [0:MAX_NODES-1];
    reg [MAX_NODES-1:0] open_set;
    reg [MAX_NODES-1:0] closed_set;
    reg [7:0] parent [0:MAX_NODES-1];
    reg [7:0] current_node;
    reg [COORD_BITS-1:0] current_x, current_y;
    reg [7:0] min_f_score;
    reg [7:0] min_node;
    reg [3:0] neighbor_idx;
    reg [COORD_BITS-1:0] neighbor_x, neighbor_y;
    reg [7:0] neighbor_node;
    reg [7:0] tentative_g;
    reg neighbor_valid;
    reg [7:0] move_cost;
    reg [7:0] start_node;
    reg [7:0] goal_node;
    reg [7:0] recon_node;
    reg [8:0] recon_counter;   
    function [7:0] calc_node_index;
        input [COORD_BITS-1:0] x;
        input [COORD_BITS-1:0] y;
        begin
            calc_node_index = (y << COORD_BITS) + x;
        end
    endfunction
    function [7:0] manhattan;
        input [COORD_BITS-1:0] x1, y1, x2, y2;
        reg signed [COORD_BITS:0] dx, dy;
        begin
            dx = x1 - x2;
            dy = y1 - y2;
            if (dx < 0) dx = -dx;
            if (dy < 0) dy = -dy;
            manhattan = (dx + dy) * 10;   
        end
    endfunction
    always @(posedge clk or posedge rst) begin
        if (rst) begin
            state <= IDLE;
            done <= 0;
            path_found <= 0;
            path_length <= 0;
            cycles_taken <= 0;
            cycle_counter <= 0;
            open_set <= 0;
            closed_set <= 0;
            path_map <= 0;
            loop_counter <= 0;
            timeout_error <= 0;
            nodes_expanded <= 0;   
            path_cost <= 0;        
        end else begin
            if (cycle_counter >= MAX_CYCLES && state != IDLE && state != DONE_STATE) begin
                state <= DONE_STATE;
                path_found <= 0;
                timeout_error <= 1;
            end else begin
                case (state)
                    IDLE: begin
                        done <= 0;
                        timeout_error <= 0;
                        if (start) begin
                            state <= INIT;
                            cycle_counter <= 0;
                            path_found <= 0;
                            path_map <= 0;
                            path_length <= 0;
                            loop_counter <= 0;
                            start_node <= calc_node_index(start_x, start_y);
                            goal_node <= calc_node_index(goal_x, goal_y);
                        end
                    end
                    INIT: begin
                        cycle_counter <= cycle_counter + 1;
                        loop_counter <= 0;
                        state <= INIT_LOOP;
                    end
                    INIT_LOOP: begin
                        cycle_counter <= cycle_counter + 1;
                        if (loop_counter < MAX_NODES) begin
                            g_score[loop_counter] <= 8'd255;
                            f_score[loop_counter] <= 8'd255;
                            parent[loop_counter] <= 8'd255;
                            loop_counter <= loop_counter + 1;
                        end else begin
                            g_score[start_node] <= 0;
                            f_score[start_node] <= manhattan(start_x, start_y, goal_x, goal_y);
                            open_set <= 0;
                            open_set[start_node] <= 1;
                            closed_set <= 0;
                            state <= FIND_MIN;
                        end
                    end
                    FIND_MIN: begin
                        cycle_counter <= cycle_counter + 1;
                        if (open_set == 0) begin
                            state <= DONE_STATE;
                            path_found <= 0;
                        end else begin
                            min_f_score <= 8'd255;
                            min_node <= 0;
                            loop_counter <= 0;
                            state <= FIND_MIN_LOOP;
                        end
                    end
                    FIND_MIN_LOOP: begin
                        cycle_counter <= cycle_counter + 1;
                        if (loop_counter < MAX_NODES) begin
                            if (open_set[loop_counter] && (f_score[loop_counter] < min_f_score)) begin
                                min_f_score <= f_score[loop_counter];
                                min_node <= loop_counter[7:0];
                            end
                            loop_counter <= loop_counter + 1;
                        end else begin
                            current_node <= min_node;
                            current_x <= min_node[COORD_BITS-1:0];
                            current_y <= min_node[7:COORD_BITS];
                            state <= EXPAND;
                        end
                    end
                    EXPAND: begin
                        cycle_counter <= cycle_counter + 1;
                        nodes_expanded <= nodes_expanded + 1;
                        if (current_node == goal_node) begin
                            path_found <= 1;
                            recon_node <= current_node;
                            path_length <= 0;
                            recon_counter <= 0;
                            path_cost <= g_score[current_node];   
                            state <= RECONSTRUCT;
                        end else begin
                            open_set[current_node] <= 0;
                            closed_set[current_node] <= 1;
                            neighbor_idx <= 0;
                            state <= CHECK_NEIGHBOR;
                        end
                    end
                    CHECK_NEIGHBOR: begin
                        cycle_counter <= cycle_counter + 1;
                        if (neighbor_idx < 8) begin   
                            neighbor_valid <= 1;
                            move_cost <= 8'd10;
                            case (neighbor_idx)
                                4'd0: begin  
                                    neighbor_x <= current_x;
                                    if (current_y > 0) begin
                                        neighbor_y <= current_y - 1;
                                    end else begin
                                        neighbor_valid <= 0;
                                    end
                                end
                                4'd1: begin  
                                    neighbor_x <= current_x;
                                    if (current_y < GRID_SIZE-1) begin
                                        neighbor_y <= current_y + 1;
                                    end else begin
                                        neighbor_valid <= 0;
                                    end
                                end
                                4'd2: begin  
                                    neighbor_y <= current_y;
                                    if (current_x > 0) begin
                                        neighbor_x <= current_x - 1;
                                    end else begin
                                        neighbor_valid <= 0;
                                    end
                                end
                                4'd3: begin  
                                    neighbor_y <= current_y;
                                    if (current_x < GRID_SIZE-1) begin
                                        neighbor_x <= current_x + 1;
                                    end else begin
                                        neighbor_valid <= 0;
                                    end
                                end
                                4'd4: begin  
                                    move_cost <= 8'd14;
                                    if (current_y > 0 && current_x > 0) begin
                                        neighbor_x <= current_x - 1;
                                        neighbor_y <= current_y - 1;
                                    end else begin
                                        neighbor_valid <= 0;
                                    end
                                end
                                4'd5: begin  
                                    move_cost <= 8'd14;
                                    if (current_y > 0 && current_x < GRID_SIZE-1) begin
                                        neighbor_x <= current_x + 1;
                                        neighbor_y <= current_y - 1;
                                    end else begin
                                        neighbor_valid <= 0;
                                    end
                                end
                                4'd6: begin  
                                    move_cost <= 8'd14;
                                    if (current_y < GRID_SIZE-1 && current_x > 0) begin
                                        neighbor_x <= current_x - 1;
                                        neighbor_y <= current_y + 1;
                                    end else begin
                                        neighbor_valid <= 0;
                                    end
                                end
                                4'd7: begin  
                                    move_cost <= 8'd14;
                                    if (current_y < GRID_SIZE-1 && current_x < GRID_SIZE-1) begin
                                        neighbor_x <= current_x + 1;
                                        neighbor_y <= current_y + 1;
                                    end else begin
                                        neighbor_valid <= 0;
                                    end
                                end
                            endcase
                            state <= UPDATE_NEIGHBOR;
                        end else begin
                            state <= FIND_MIN;
                        end
                    end
                    UPDATE_NEIGHBOR: begin
                        cycle_counter <= cycle_counter + 1;
                        neighbor_node <= calc_node_index(neighbor_x, neighbor_y);
                        if (neighbor_valid && 
                            !obstacle_map[calc_node_index(neighbor_x, neighbor_y)] && 
                            !closed_set[calc_node_index(neighbor_x, neighbor_y)]) begin
                            tentative_g <= g_score[current_node] + move_cost;
                            if ((g_score[calc_node_index(neighbor_x, neighbor_y)] == 8'd255) ||
                                (g_score[current_node] + move_cost < g_score[calc_node_index(neighbor_x, neighbor_y)])) begin
                                parent[calc_node_index(neighbor_x, neighbor_y)] <= current_node;
                                g_score[calc_node_index(neighbor_x, neighbor_y)] <= g_score[current_node] + move_cost;
                                f_score[calc_node_index(neighbor_x, neighbor_y)] <= 
                                    g_score[current_node] + move_cost + manhattan(neighbor_x, neighbor_y, goal_x, goal_y);
                                open_set[calc_node_index(neighbor_x, neighbor_y)] <= 1;
                            end
                        end
                        neighbor_idx <= neighbor_idx + 1;
                        state <= CHECK_NEIGHBOR;
                    end
                    RECONSTRUCT: begin
                        cycle_counter <= cycle_counter + 1;
                        if (recon_counter >= 9'd400) begin
                            state <= DONE_STATE;
                        end else begin
                            path_map[recon_node] <= 1;
                            path_length <= path_length + 1;
                            recon_counter <= recon_counter + 1;
                            if (recon_node == start_node) begin
                                state <= DONE_STATE;
                            end else if (parent[recon_node] == 8'd255) begin
                                state <= DONE_STATE;
                            end else begin
                                recon_node <= parent[recon_node];
                            end
                        end
                    end
                    DONE_STATE: begin
                        done <= 1;
                        cycles_taken <= cycle_counter;
                        state <= IDLE;
                    end
                    default: state <= IDLE;
                endcase
            end
        end
    end
endmodule
==> ./run.sh <==
#!/bin/bash
# OpenROAD 26Q1-2900-gdf79404cd8, Yosys 0.63+post, stock flow scripts
make -C /OpenROAD-flow-scripts/flow DESIGN_CONFIG=/design/flow/config.mk WORK_HOME=/design/flow/orfs finish
==> ./config.mk <==
export PLATFORM = sky130hd
export DESIGN_NAME = astar_top
export DESIGN_NICKNAME = astar_top
export VERILOG_FILES = /design/flow/design.v
export SDC_FILE = /design/flow/constraint.sdc
export NUM_CORES = 4
export LEC_CHECK = 1
export CORE_UTILIZATION = 50
==> ./constraint.sdc <==
current_design astar_top

set clk_period 127.5
set clk_io_pct 0.2

create_clock -name clk0 -period $clk_period [get_ports {clk}]

set non_clock_inputs [all_inputs -no_clocks]
set_input_delay [expr $clk_period * $clk_io_pct] -clock clk0 $non_clock_inputs
set_output_delay [expr $clk_period * $clk_io_pct] -clock clk0 [all_outputs]
==> metrics.yaml <==
grt_usage_pct: 106
ys.flops: 6839
routabilityCongestion: 1.55
ys_chip_area_um2: 308000
async_flop_share_pct: 12.9
grt_max_degree: 190
yosysUniqueCellTypes: 98
dpl.hpwl_mm: 1980
topCellsByArea: "edfxtp_1 (58%), dfrtp_1 (7.2%), a22oi_1 (4.6%), a21oi_1 (2.9%), nand3_1 (2.5%)"
yosys_warnings: 4
ys_cells: 24292
haltStage: "global routing (5_1_grt)"
status: "did not finish"
grt_remaining_overflow: 47846
grt_pass1_vias: 372481
io_buffers: 597
io_pins: 606
pre_cts_slack_ns: 93.26
top_area_cell: "edfxtp_1"
root_buffer: "clkbuf_16"
h-tree-depth: 6
clockBufferDepth: 4
num_rows: 287
cts_resized: 0
cts_buffers: 714
syn_avg_cell_area_um2: 12.7
synthCells: 24292
initCoreUtil_pct: 50.3
placed_area_um2: 345000
numClockSinks: 6839
top_area_share_pct: 58.2
dieWidth_um: 786
ff_type: "edfxtp_1"
firstError: "[ERROR GRT-0116] Global routing finished with congestion. Check the congestion regions in the DRC Viewer."
grt_pass1_wl_mm: 3970
hold_buffers: 0
seq_area_frac_synth_pct: 65.3
postCtsSetupRepairBufs: 0
edf_count: 5959
syn_area_um2: 308000
dieHeight_um: 786
[cells by family after synthesis]
| group | Yosys count | synth area share [%] |
|---|---|---|
| buf+inv | 2246 | 2.93 |
| compound gates | 7562 | 17.9 |
| xor+xnor | 125 | 0.356 |
| mux | 393 | 1.76 |
| simple gates | 7013 | 11.2 |
| flops | 6839 | 65.3 |
| other cells | 1 | 0.00122 |
| fa+ha+maj | 113 | 0.489 |
[through the flow]
step | hold WS (ns) | cells | total power [mW]
after global placement | 0.400 | 33642 | 4.17
after detailed placement | 0.405 | 33645 | 4.18
after CTS | 0.411 | 34945 | 6.24
after floorplan | 0.400 | 24299 | 3.43
[per-layer routing]
metal / global-route usage, % / overflow
met1: 107 / 12614
met3: 103 / 8938
met2: 110 / 18329
met5: 95.8 / 1018
met4: 101 / 6947
[Yosys cell counts (101+ instances only)]
| library cell | number |
|---|---|
| edfxtp_1 | 5959 |
| nor2_1 | 1901 |
| a22oi_1 | 1875 |
| a21oi_1 | 1793 |
| nand3_1 | 1547 |
| clkbuf_1 | 1541 |
| nand2_1 | 1265 |
| dfrtp_1 | 880 |
| o21ai_0 | 643 |
| nand4_1 | 596 |
| a32oi_1 | 557 |
| a22o_1 | 487 |
| nor3_1 | 440 |
| nor4_1 | 359 |
| o22ai_1 | 345 |
| buf_1 | 333 |
| a221oi_1 | 281 |
| buf_2 | 214 |
| a2111oi_2 | 200 |
| mux2_2 | 178 |
| a32o_1 | 175 |
| a31oi_1 | 151 |
| and3_1 | 151 |
| a211oi_1 | 143 |
| mux2i_1 | 110 |
| ha_1 | 101 |
| inv_1 | 101 |
No activity file was given, so power comes from the tool's default toggle rates.
